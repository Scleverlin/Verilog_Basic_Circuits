$ cat flow/design.v
module regfile (
    rs,rt,rd,input_data,clk,rst,write,rs_data,rt_data
);
input [4:0] rs,rt,rd;
input clk, rst;
input write;
input [31:0]input_data;
output reg [31:0]rs_data,rt_data;
reg[31:0] regarray [31:0] ;
integer i;
always @(posedge clk or negedge rst) begin
    if(~rst)begin
        for ( i=0 ;i<32 ;i++ ) begin
            regarray[i]<=0;
        end
    end
    else if (write)begin
         regarray[rd]<=input_data;
         rs_data<=regarray[rs];
         rt_data<=regarray[rt];
    end
    else   begin
        rs_data<=regarray[rs];
        rt_data<=regarray[rt];
    end   
end
endmodule  
$ cat flow/run.sh
#!/bin/bash
# OpenROAD 26Q1-2900-gdf79404cd8, Yosys 0.63+post, stock flow scripts
make -C /OpenROAD-flow-scripts/flow DESIGN_CONFIG=/design/flow/config.mk WORK_HOME=/design/flow/orfs finish
$ cat flow/config.mk
export PLATFORM = sky130hd
export DESIGN_NAME = regfile
export DESIGN_NICKNAME = regfile
export VERILOG_FILES = /design/flow/design.v
export SDC_FILE = /design/flow/constraint.sdc
export NUM_CORES = 4
export LEC_CHECK = 1
export CORE_UTILIZATION = 40
$ cat flow/constraint.sdc
current_design regfile

set clk_period 3.7
set clk_io_pct 0.2

create_clock -name clk0 -period $clk_period [get_ports {clk}]

set non_clock_inputs [all_inputs -no_clocks]
set_input_delay [expr $clk_period * $clk_io_pct] -clock clk0 $non_clock_inputs
set_output_delay [expr $clk_period * $clk_io_pct] -clock clk0 [all_outputs]
==> insert_results.sql <==
-- flow metrics import
INSERT INTO impl_metrics (metric_group, metric, value, unit) VALUES
('drt', 'dr_total_vias', '46888', ''),
('worst_setup_path', 'critical_path_at', '4.04', 'ns'),
('drt', 'routed_wire_length_per_instance', '45.82', 'um'),
('synthesis', 'synth-seq-area-share', '0.5138', ''),
('flow_run', 'log.warning_count', '26', ''),
('sta', 'min_period', '3.558', 'ns'),
('placement', 'place.port_buffers', '113', ''),
('sta', 'achievable-frequency', '281.0', 'MHz'),
('synthesis', 'yosys-stat-cells', '4430', ''),
('synthesis', 'ys.warnings.count', '2', ''),
('drt', 'detailedRoute.firstPassIterationCount', '7', ''),
('hold_path', 'hold_path.class', 'in2async', ''),
('clocking', 'clk_latency', '0.81', 'ns'),
('clocking', 'clkTransAtPathRegs', '0.06', 'ns'),
('power', 'cellLeakagePower', '0.02733', 'uW'),
('sta', 'least_margin_pin_slew', '1.139', 'ns'),
('floorplan', 'core-area', '132300', 'sq um'),
('floorplan', 'chipArea', '135500', 'sq um'),
('finish', 'mostFrequentLayoutCells', 'sky130_fd_sc_hd__dfrtp_1, sky130_fd_sc_hd__mux2_2, sky130_fd_sc_hd__a22oi_1', ''),
('worst_setup_path', 'crit_path_start_kind', 'input port', ''),
('floorplan', 'initial_utilization', '0.4052', ''),
('finish', 'fillCellCount', '11750', ''),
('floorplan', 'width_of_the_die', '368.1', 'um'),
('drt', 'drt_iter0_markers', '6124', ''),
('synthesis', 'synth_chip_area', '53610', 'sq um'),
('global_routing', 'global_route.overflow_total', '0', ''),
('finish', 'final_core_util', '0.4840', ''),
('power', 'vdd.ir_drop.worst', '0.4462', 'mV'),
('worst_setup_path', 'critPathMaxFanout', '20', ''),
('sta', 'setup_viol', '0', ''),
('flow_run', 'maxCapViolCount', '0', ''),
('clocking', 'tritoncts', 'built', ''),
('worst_setup_path', 'critPathKind', 'in2reg', ''),
('clocking', 'htreeDepth', '3', ''),
('clocking', 'numClockSinks', '1088', ''),
('synthesis', 'synthesis.area', '53610', 'sq um'),
('sta', 'timing.final.max_slew_violations', '0', ''),
('synthesis', 'edf_count', '64', ''),
('sta', 'hold_viol', '0', ''),
('global_routing', 'initial_antenna_violation_count', '20', ''),
('placement', 'dpl_cell_area', '59960', 'sq um'),
('synthesis', 'dominantRegCellSynth', 'sky130_fd_sc_hd__dfrtp_1', ''),
('sta', 'rsz_0062_raised_after_global_routing', 'false', ''),
('drt', 'drc_violations', '0', ''),
('synthesis', 'ys_seq_elements', '1088', ''),
('placement', 'place.detailed.hpwl', '191.2', 'mm'),
('sta', 'worst_slew_margin_rel', '0.2387', ''),
('floorplan', 'row_count', '133', ''),
('sta', 'final.setup.tns', '0', 'ns'),
('finish', 'stdcell_area', '64040', 'sq um'),
('drt', 'route.antenna.remaining_nets', '0', ''),
('synthesis', 'yosysUniqueCellTypes', '70', ''),
('power', 'power-per-cell-area', '534.8', 'nW/um^2'),
('synthesis', 'synth_async_sr_flop_share', '0.9412', ''),
('global_routing', 'grt_pass1_vias', '45832', ''),
('global_routing', 'grt.total_usage', '0.4608', ''),
('drt', 'via_per_inst', '7.171', ''),
('finish', 'drive_above_1_share', '0.3683', ''),
('power', 'p_total', '34250', 'uW'),
('floorplan', 'boundaryPins', '114', ''),
('synthesis', 'syn-mean-instance-area', '12.10', 'sq um'),
('drt', 'routed_wirelength', '299.6', 'mm'),
('finish', 'area_delta_synth_final', '19.45', '%'),
('run_status', 'status', 'finished, final reports clean', ''),
('clocking', 'cts_buffer_depth', '3', ''),
('sta', 'final.period_utilization', '0.9617', ''),
('clocking', 'cts-root-buf', 'sky130_fd_sc_hd__clkbuf_16', ''),
('floorplan', 'die_height', '368.1', 'um'),
('global_routing', 'grt_first_pass_wirelength', '404.5', 'mm'),
('worst_setup_path', 'timing.critical_path.to_type', 'register', ''),
('placement', 'routabilityCongestion', '1.082', ''),
('clocking', 'cts-buffers-inserted', '121', ''),
('synthesis', 'post_synth_inst_count', '4430', ''),
('global_routing', 'grt_start_max_net_pins', '92', ''),
('worst_setup_path', 'critical_path_required', '4.18', 'ns'),
('sta', 'finClkSkew', '0.04320', 'ns'),
('finish', 'most_common_cell_after_layout_fill_and_taps_aside', 'sky130_fd_sc_hd__dfrtp_1', '');
[synth_stat cells, types with 10 or more instances]
library cell | count | area share
sky130_fd_sc_hd__a2111oi_0 | 13 | 0.0021
sky130_fd_sc_hd__a21oi_1 | 76 | 0.0071
sky130_fd_sc_hd__a221oi_1 | 35 | 0.0057
sky130_fd_sc_hd__a222oi_1 | 18 | 0.0034
sky130_fd_sc_hd__a22o_1 | 49 | 0.0080
sky130_fd_sc_hd__a22oi_1 | 711 | 0.10
sky130_fd_sc_hd__a31oi_1 | 23 | 0.0027
sky130_fd_sc_hd__a32oi_1 | 21 | 0.0034
sky130_fd_sc_hd__and4_1 | 17 | 0.0028
sky130_fd_sc_hd__buf_1 | 38 | 0.0027
sky130_fd_sc_hd__buf_2 | 171 | 0.016
sky130_fd_sc_hd__buf_4 | 10 | 0.0014
sky130_fd_sc_hd__clkbuf_1 | 203 | 0.014
sky130_fd_sc_hd__dfrtp_1 | 1024 | 0.48
sky130_fd_sc_hd__edfxtp_1 | 64 | 0.036
sky130_fd_sc_hd__mux2_1 | 26 | 0.0055
sky130_fd_sc_hd__mux2_2 | 1020 | 0.21
sky130_fd_sc_hd__mux2i_1 | 55 | 0.010
sky130_fd_sc_hd__nand2_1 | 204 | 0.014
sky130_fd_sc_hd__nand2b_1 | 14 | 0.0016
sky130_fd_sc_hd__nand3_1 | 54 | 0.0050
sky130_fd_sc_hd__nand4_1 | 105 | 0.012
sky130_fd_sc_hd__nor2_1 | 158 | 0.011
sky130_fd_sc_hd__nor2_2 | 21 | 0.0025
sky130_fd_sc_hd__nor2b_1 | 24 | 0.0028
sky130_fd_sc_hd__nor3_1 | 42 | 0.0039
sky130_fd_sc_hd__nor4_1 | 26 | 0.0030
sky130_fd_sc_hd__o21ai_0 | 34 | 0.0032
sky130_fd_sc_hd__o32a_1 | 25 | 0.0047
[power by group]
group	total (uW)	internal, uW	switching, uW
Clock	12500	7110	5360
Sequential	16900	14300	2580
Combinational	4870	2550	2320
[worst max-delay path, cell delays in order]
cell	delay, ns
sky130_fd_sc_hd__buf_2	0.48
sky130_fd_sc_hd__buf_4	0.42
sky130_fd_sc_hd__nor3_1	0.13
sky130_fd_sc_hd__nand2_2	0.46
sky130_fd_sc_hd__buf_4	0.50
sky130_fd_sc_hd__o31ai_1	0.16
sky130_fd_sc_hd__a2111oi_0	0.84
sky130_fd_sc_hd__a21oi_1	0.27
[worst paths after layout]
| path | cells after the start | startpoint | to | slack [ns] |
|---|---|---|---|---|
| setup / recovery | 8 | rs[3] | rs_data[24] | 0.14 |
| hold / removal | 2 | rst | regarray[0][0] | 0.52 |
| min in group clk0 | 1 | regarray[24][8] | regarray[24][8] | 0.52 |
| hold reg to reg | 1 | regarray[24][8] | regarray[24][8] | 0.52 |
| max in group asynchronous | 4 | rst | regarray[7][10] | 1.67 |
| setup reg to reg | 4 | regarray[16][24] | rs_data[24] | 1.40 |
[registers in the layout, indices dropped and copies added, names as in the netlist]
name and flops:
regarray 1024, rs_data 32, rt_data 32
[logic make-up (layout without fill, tap and decap cells)]
logic type,after synthesis,count (layout),synth area share
buf+inv,429,770,0.03501
mux,1106,1106,0.2321
simple gates,728,728,0.06784
other cells,0,13,0
flops,1088,1088,0.5138
compound gates,1079,1079,0.1513
[cell type report]
class	instances	area [sq um]	share of cell area
Antenna cell	13	32.53	0.0005080
Clock inverter	48	573.1	0.008949
Sequential cell	1088	27550	0.4302
Multi-Input combinational cell	2913	24760	0.3867
Timing Repair Buffer	540	5448	0.08507
Inverter	5	18.77	0.0002931
Tap cell	1755	2196	0.03429
Clock buffer	177	3458	0.05401
[through the flow]
step	instances	worst slack, ns	hold WS, ns
CTS	6526	0.6008	0.5048
finish	6539	0.1419	0.5218
detailed placement	6300	-0.2104	0.5105
floorplan	4430	1.096	0.4444
global route	6529	0.2963	0.5388
global placement	6300	-0.2532	0.5004
[metal layers]
layer / share of wire / global-route usage
met4: 0.076 / 0.2478
met1: 0.36 / 0.5994
met2: 0.39 / 0.5951
met5: 0.0015 / 0.009259
met3: 0.17 / 0.2891
[timing repair]
| action | CTS | global route |
|---|---|---|
| hold endpoints to repair | 33 | 0 |
| buffers inserted | 0 | 0 |
| hold buffers | 1 | 0 |
| gates resized | 0 | 0 |
Power is estimated from default activity; no workload was simulated.
