--- flow/config.mk ---
export PLATFORM = sky130hd
export DESIGN_NAME = CSKA_64_bit
export DESIGN_NICKNAME = CSKA_64_bit
export VERILOG_FILES = /design/flow/design.v
export SDC_FILE = /design/flow/constraint.sdc
export NUM_CORES = 4
export LEC_CHECK = 1
export CORE_UTILIZATION = 50
--- flow/constraint.sdc ---
current_design CSKA_64_bit

set clk_period 37.7
set clk_io_pct 0.2

create_clock -name clk0 -period $clk_period [get_ports {clk}]

set non_clock_inputs [all_inputs -no_clocks]
set_input_delay [expr $clk_period * $clk_io_pct] -clock clk0 $non_clock_inputs
set_output_delay [expr $clk_period * $clk_io_pct] -clock clk0 [all_outputs]
--- flow/design.v ---
module CSKA_64_bit (a,b,cin,sum_r,cout_r,clk,rst);
input [63:0] a,b;
input cin;
output reg [63:0] sum_r;
output reg cout_r;
input clk,rst;
wire [63:0]sum;
wire cout;
reg cin_r;
wire [2:0]bit_carry;
CSKA_16bit u0 (a[15:0],b[15:0],cin_r,sum[15:0],bit_carry[0]);
CSKA_16bit u1 (a[31:16],b[31:16],bit_carry[0],sum[31:16],bit_carry[1]);
CSKA_16bit u2 (a[47:32],b[47:32],bit_carry[1],sum[47:32],bit_carry[2]);
CSKA_16bit u3 (a[63:48],b[63:48],bit_carry[2],sum[63:48],cout);
always @(posedge clk) begin
    if(rst) begin
       sum_r<=0;
       cout_r<=0;
       cin_r<=0;
   end
    else begin
      sum_r<=sum;
      cin_r<=cin;
      cout_r<=cout;
end
end
endmodule
module CSKA_16bit (a,b,cin,sum,cout);
input [15:0] a,b;
input cin;
output [15:0] sum;
output cout;
wire [2:0]bit_carry;
Carry_skip_adder u0 (a[3:0],b[3:0],cin,sum[3:0],bit_carry[0]);
Carry_skip_adder u1 (a[7:4],b[7:4],bit_carry[0],sum[7:4],bit_carry[1]);
Carry_skip_adder u2 (a[11:8],b[11:8],bit_carry[1],sum[11:8],bit_carry[2]);
Carry_skip_adder u3 (a[15:12],b[15:12],bit_carry[2],sum[15:12],cout);
endmodule
module Carry_skip_adder (a,b,cin,sum,cout);
input [3:0] a,b;
input cin;
output [3:0] sum;
output cout;
wire c3;
wire bp;
RCA_4_BIT u0 (a,b,cin,sum,c3);
pg_gen_4_bit u1 (a,b,bp);
mux u2 (cin,c3,bp,cout);
endmodule
module RCA_4_BIT (a,b,cin,sum,cout);
input [3:0] a,b;
input cin;
output [3:0] sum;
output cout;
wire [2:0] bit_carry;
FA u0 (a[0],b[0],cin,sum[0],bit_carry[0]);
FA u1 (a[1],b[1],bit_carry[0],sum[1],bit_carry[1]);
FA u2 (a[2],b[2],bit_carry[1],sum[2],bit_carry[2]);
FA u3 (a[3],b[3],bit_carry[2],sum[3],cout);
endmodule
module FA (a,b,cin,sum,cout);
input a,b,cin;
output sum,cout;
wire p,g;
pg_gen_bit u0 (a,b,p,g);
assign sum=p^cin;
assign cout=g|(p&cin);
endmodule
module pg_gen_bit (a,b,p,g);
input a,b;
output p,g ;
assign p=a^b ;
assign g=a&b;
endmodule
module pg_gen_4_bit (a,b,bp);
input [3:0] a,b;
output bp;
wire [3:0]p;
assign p=a^b;
assign bp=p[0]&p[1]&p[2]&p[3];
endmodule
module mux (a,b,sel,out);
input a,b,sel;
output out;
assign out=sel?a:b;
endmodule
--- flow/run.sh ---
#!/bin/bash
# OpenROAD 26Q1-2900-gdf79404cd8, Yosys 0.63+post, stock flow scripts
make -C /OpenROAD-flow-scripts/flow DESIGN_CONFIG=/design/flow/config.mk WORK_HOME=/design/flow/orfs finish
==> results.yml <==
# yosys + openroad results
final_timing:
  setup_viol: 0
  tightest_slew_ns: 0.707
  relSlewSlack: 0.528
  finalSetupTns_ns: 0
  max_freq_mhz: 27.5
  setup_ws_ns: 1.29
  period_used_share: 0.966
  finalClockSkew_ns: 0.00725
  fin_crit_ns: 36.41
  hold_viol: 0
  slew_violations: 0
power:
  powerDensity_nw_per_um2: 31.7
  clkPwrFrac: 0.278
  p_leak_nw: 2.72
  swShare: 0.252
  intPower_w: 0.000157
  comb_power_share: 0.331
  peakVddDrop_uv: 19.5
  p_seq_frac: 0.392
  power.switching_w: 0.0000529
synthesis:
  syn_inst: 346
  synthArstFlopShare: 0
  synth-edff-count: 0
  postSynthAreaPerCell_um2: 12.4
  logic_family: "adder cells"
  yosysWarnings: 1
  xor_share: 0
  mux_area_frac: 0.00525
  synth_seq_share: 0.308
  numSynthFlops: 66
  syn_area_um2: 4290
  synth-main-ff-cell: "dfxtp_1"
  yosys_cells: 346
  synthAoiAreaFrac: 0.0295
  yosys_area_um2: 4290
  yosysUniqueCellTypes: 29
  synth-adder-area-share: 0.485
  simple_gate_share: 0.159
run_status:
  status: "completed"
setup_path:
  max_stage_delay_ns: 0.44
  critPathSlowestCell: "clkdlybuf4s50_1"
  critical_path_class: "in -> reg"
  cpMostUsedCell: "fa_1"
  worstPathArrival_ns: 36.68
  crit_required_ns: 37.97
  cp-start-kind: "input port"
  cp_max_fo: 3
  cp-end-kind: "flop"
die:
  initCoreUtil: 0.519
  die_w_um: 94.6
  core_um2: 8260
  io_pins: 196
  die_height_um: 94.6
  num_rows: 33
  dieArea_um2: 8950
drt:
  antenna_cells: 0
  vias: 3128
  drt-initial-drc-count: 91
  wl_mm: 9.58
  drtPass1Iterations: 4
  wl_per_cell_um: 14.5
  ant_nets: 0
  drc: 0
  vias_per_cell: 4.75
cells_and_area:
  drive_gt1_frac: 0.0668
  syn2layout_area_growth_pct: 54.1
  finalInstanceArea_um2: 6610
clock_network:
  worst_skew_pair.late_latency_ns: 0.33
  cts_tree: "yes"
  clock_sinks: 66
  path_clk_slew_ns: 0.07
  cts_buffer_depth: 2
  htreeDepth: 3
  cts_root_buffer: "clkbuf_8"
  cts_buffers: 9
  hold_buffers: 0
grt:
  met1_usage: 0.352
  busiest_layer: "met2"
  grt_use_total: 0.241
  antenna_found_initial: 0
  met3_usage: 0.105
  grt_max_degree: 68
  grt_use_met2: 0.366
  grt_pass1_vias: 3309
  grt_pass1_wl_mm: 15.5
  overflow: 0
place:
  portBuffers: 195
  postPlaceCellArea_um2: 6350
  post-place-ws_ns: 0.442
  post-dp-hpwl_mm: 8.07
  gp_congestion: 0.878
run:
  maxCapViolations: 0
  tool_warnings: 90
min_path:
  hold_path_class: "reg -> reg"
[placed cells by master (no fill, tap or decap), types with 3 or more instances in the layout]
| cell type | Yosys | final |
|---|---|---|
| a21oi_1 | 4 | 3 |
| buf_4 | 0 | 4 |
| clkbuf_8 | 0 | 10 |
| clkdlybuf4s50_1 | 0 | 194 |
| clkinv_2 | 0 | 3 |
| dfxtp_1 | 66 | 66 |
| fa_1 | 64 | 61 |
| fa_2 | 0 | 3 |
| ha_1 | 64 | 64 |
| inv_1 | 8 | 8 |
| nand2_1 | 12 | 12 |
| nand4_1 | 14 | 14 |
| nor2_1 | 16 | 15 |
| nor2b_1 | 66 | 64 |
| o21ai_1 | 2 | 3 |
[worst paths after layout]
check                   startpoint              endpoint  slack, ns  cells past startpoint
setup / recovery              a[0]  sum_r[63]$_SDFF_PP0_       1.29                     99
hold / removal    cin_r$_SDFF_PP0_   sum_r[0]$_SDFF_PP0_       0.65                      3
setup reg to reg  cin_r$_SDFF_PP0_  sum_r[63]$_SDFF_PP0_       8.64                     98
hold reg to reg   cin_r$_SDFF_PP0_   sum_r[0]$_SDFF_PP0_       0.65                      3
[layer usage]
layer	share of wire	wire length, um	up-vias
met1	0.40	3810	1459
met2	0.46	4420	144
met4	0.015	141	0
met3	0.13	1200	11
met5	0	0	-
li1	-	-	1514
[kinds of logic after synthesis]
logic type | after synthesis
buf+inv | 15
simple gates | 118
mux | 2
fa+ha+maj | 128
flops | 66
compound gates | 17
[power groups by stage]
stage         Sequential, W  Clock (W)  Combinational, W
CTS               0.0000823  0.0000603         0.0000688
global route      0.0000830  0.0000633         0.0000794
finish            0.0000822  0.0000582         0.0000694
[state kept, by name (all words and copies together), names as in the netlist]
signal,cells
cout_r,1
cin_r,1
sum_r,64
[cells in the mapped netlist (2+ instances only)]
library cell / count / share of area
nor3_1: 2 / 0.0023
o21ai_1: 2 / 0.0023
clkbuf_1: 6 / 0.0053
nor2b_1: 66 / 0.096
ha_1: 64 / 0.19
dfxtp_1: 66 / 0.31
nor4_1: 2 / 0.0029
mux2_2: 2 / 0.0053
nor2_1: 16 / 0.014
a21oi_1: 4 / 0.0047
nand4_2: 2 / 0.0058
a211oi_1: 2 / 0.0035
a41oi_1: 2 / 0.0041
nand4_1: 14 / 0.020
inv_1: 8 / 0.0070
fa_1: 64 / 0.30
nand2_1: 12 / 0.011
[through the flow]
step | util | cells | total power [W] | hold WS, ns
2_1_floorplan | - | 346 | 0.000107 | 0.570
4_1_cts | 0.792 | 656 | 0.000211 | 0.655
6_report | 0.800 | 659 | 0.000210 | 0.650
3_5_place_dp | 0.769 | 640 | 0.000152 | 0.646
3_3_place_gp | 0.769 | 640 | 0.000150 | 0.630
5_1_grt | 0.800 | 659 | 0.000226 | 0.688
[worst max-delay path, delay by kind of cell]
family / cells / cell delay (ns)
buf+inv: 5 / 0.71
simple gates: 17 / 1.65
compound gates: 11 / 1.75
mux: 2 / 0.59
fa+ha+maj: 64 / 24.39
[timing repair]
action,CTS,global route
gates resized,0,12
endpoints found under the hold margin,0,0
setup buffers,0,3
setup endpoints to repair,0,4
[cell type report]
| type | count | area [um2] |
|---|---|---|
| sequential | 66 | 1320 |
| clock buffer | 11 | 141 |
| timing repair buffer | 199 | 1980 |
| multi-input combinational | 265 | 2950 |
| tap | 105 | 131 |
| clock inverter | 5 | 53.8 |
| fill | 501 | 1650 |
| inverter | 8 | 30.0 |
Power figures rest on the tool's default switching activity, not on a simulated workload.
