`design/flow/config.mk`:
```
export PLATFORM = sky130hd
export DESIGN_NAME = Ram
export DESIGN_NICKNAME = Ram
export VERILOG_FILES = /design/flow/design.v
export SDC_FILE = /design/flow/constraint.sdc
export NUM_CORES = 4
export LEC_CHECK = 1
export CORE_UTILIZATION = 30
```
`design/flow/constraint.sdc`:
```
current_design Ram

set clk_period 14.1
set clk_io_pct 0.2

create_clock -name clk0 -period $clk_period

set non_clock_inputs [all_inputs -no_clocks]
set_input_delay [expr $clk_period * $clk_io_pct] -clock clk0 $non_clock_inputs
set_output_delay [expr $clk_period * $clk_io_pct] -clock clk0 [all_outputs]
```
`design/flow/design.v`:
```
module Ram (write, load,ram_addr,clk,output_data,input_data,ram_write_finish
);
input clk, write,load;
input [31:0] ram_addr,input_data;
output [31:0] output_data;
output reg ram_write_finish;
reg [31:0] ram [255:0];
assign output_data=(load)?ram[ram_addr]:32'hzzzz;
always @(*) begin
    if (write) begin
        ram[ram_addr]<=input_data;
        ram_write_finish<=1;
    end
end
endmodule  
```
`design/flow/run.sh`:
```
#!/bin/bash
# OpenROAD 26Q1-2900-gdf79404cd8, Yosys 0.63+post, stock flow scripts
make -C /OpenROAD-flow-scripts/flow DESIGN_CONFIG=/design/flow/config.mk WORK_HOME=/design/flow/orfs finish
```
==> notes.md <==
* Pins Over Slew Limit: 2
* Worst Setup Start Kind: input port
* tool warnings: 115
* met3 track demand over resource: 22.9%
* Design Power: 3370 uW
* share of the clock period used by the worst path after layout: 87.2%
* highest net fanout along the worst path: 31
* cell count in the Yosys report: 16200
* Post-Route Setup TNS: 0 ns
* switching power share of the total: 45.0%
* violated checks: max-capacitance violations, max-slew violations
* global route hottest layer: met2
* cell taking the most area after synthesis: sky130_fd_sc_hd__dlxtn_1
* synthesis-to-finish area growth: 9.25%
* mean number of vias per cell: 6.07
* final-layout worst hold slack: 7.62 ns
* worst-case vdd ir drop: 46.1 uV
* result of the run: complete, but fails checks
* endpoints failing hold: 0
* final worst path period need: 12.30 ns
* number of register pins that no clock reaches: 8192
* detailed placement HPWL: 635000 um
* GRT Resource Usage Total: 32.2%
* max-capacitance violation count: 1
* maximum number of pins on one net before global-route repair: 151
* net load switching power: 1510 uW
* register with the highest flop count: ram
* transition time at the pin with the least slew margin: 1.58 ns
* fraction of final layout cells with drive strength greater than 1: 8.04%
* number of antenna-violating nets in the routed design: 0
* global-route wire length before repair: 1220000 um
* Remaining Overflow, GRT: 0
* setup repair after global routing missed its margin: false
* worst hold path depth: 8
* start point of the worst hold path: ram_addr[6]
* kind of end point of the critical path: primary output
* Power Dens Cells: 17.7 nW/um^2
* worst rel slew slack: -8.08%
* Core ar.: 578000 sq um
* fmax: 0.0813 GHz
* Resized Gates After CTS: 0
* total of hold buffers inserted after clock tree synthesis: 0
* average wire per standard cell: 38.4 um
* met2 capacity usage during global routing: 41.9%
* violation tally from detailed-route iteration zero: 18200
* Final Setup Violations: 0
* buffers inserted during post-CTS setup optimization: 0
* drt first pass iters: 10
* weighted congestion at the end of routability-driven global placement: 1.16
* Die ar.: 584000 sq um
* Crit Path Category: input port to primary output
* count of endpoints without a timing constraint: 8192
* horizontal die size: 764 um
* initial core utilization: 30.2%
* worst path arrival time: 9.48 ns
* count of flip-flops with a built-in enable after synthesis: 0
* # DRC: 0
* commonest cells in the netlist: sky130_fd_sc_hd__dlxtn_1, sky130_fd_sc_hd__a22oi_1, sky130_fd_sc_hd__nand2_1, sky130_fd_sc_hd__clkbuf_1, sky130_fd_sc_hd__o22ai_1
* vias after detailed routing: 148000
* cell internal power dissipation: 1850 uW
* synthesized area divided by synthesized cell count: 10.8 sq um
* Req. time, crit path: 11.28 ns
* IO Pins: 100
* chip area in the Yosys report: 174000 sq um
* number of global-route vias before repair: 131000
* count of input and output buffers: 73
* largest registers ranked by flip-flop count: ram (8192)
* number of placement rows: 279
* Cell Type Count: 72
* Tightest Hold Check Type: input port to primary output
* Primary FF master, synth: sky130_fd_sc_hd__dlxtn_1
* end point of the most critical hold path: output_data[0]
* most numerous cell in the Yosys netlist: sky130_fd_sc_hd__dlxtn_1
* static leakage: 0.0839 uW
* Syn Std Cell Area: 174000 sq um
* M1 GR Usage: 36.2%
* Post-synth ARST share: 0%
* tally of yosys warning messages: 3
* flip-flop count of the largest register, all copies and words added: 8192
* die height: 764 um
* initial antenna violation count: 222
* Total Routed Length: 933000 um
* synthesized flop and latch total: 8192
* largest cells by area after synthesis: sky130_fd_sc_hd__dlxtn_1, sky130_fd_sc_hd__a22oi_1, sky130_fd_sc_hd__a222oi_1
* area share of the largest cell type after synthesis: 70.5%
* cells after synthesis: 16200
-- worst max path at each step --
| stage | startpoint | to | slack (ns) | cells past startpoint |
|---|---|---|---|---|
| 6_report | ram_addr[2] | output_data[2] | 1.80 | 14 |
| 5_1_grt | ram_addr[2] | output_data[2] | 2.07 | 14 |
| 4_1_cts | ram_addr[2] | output_data[5] | 2.53 | 14 |
-- routing by layer --
layer | wire (um) | part of all wire [%]
met5 | 5640 | 0.60
met4 | 85900 | 9.2
met3 | 163000 | 17
met2 | 364000 | 39
met1 | 315000 | 34
-- final cells by class --
type	instances	area [sq um]
Multi-Input combinational cell	6900	48400
Tap cell	7727	9670
Inverter	1	3.75
Antenna cell	442	1110
Sequential cell	8192	123000
Fill cell	57800	388000
Timing Repair Buffer	1032	8350
-- placed cells by master, fill, tap and decap left out, types with 10 or more instances in the layout --
cell type	count
sky130_fd_sc_hd__a222oi_1	305
sky130_fd_sc_hd__nor4_2	31
sky130_fd_sc_hd__a21oi_1	193
sky130_fd_sc_hd__and4b_1	16
sky130_fd_sc_hd__o211ai_1	20
sky130_fd_sc_hd__nand4_1	311
sky130_fd_sc_hd__diode_2	442
sky130_fd_sc_hd__nand2_1	745
sky130_fd_sc_hd__nor3_1	150
sky130_fd_sc_hd__dlxtn_1	8192
sky130_fd_sc_hd__clkbuf_8	10
sky130_fd_sc_hd__o21ai_0	60
sky130_fd_sc_hd__mux2i_1	17
sky130_fd_sc_hd__nand3_1	135
sky130_fd_sc_hd__buf_4	937
sky130_fd_sc_hd__clkdlybuf4s50_1	32
sky130_fd_sc_hd__o2111ai_1	24
sky130_fd_sc_hd__o22ai_1	439
sky130_fd_sc_hd__o21bai_1	17
sky130_fd_sc_hd__a22o_1	253
sky130_fd_sc_hd__and4_1	16
sky130_fd_sc_hd__a31oi_1	41
sky130_fd_sc_hd__nand2_2	16
sky130_fd_sc_hd__nor2_2	61
sky130_fd_sc_hd__or4_1	34
sky130_fd_sc_hd__nand3_2	12
sky130_fd_sc_hd__buf_12	24
sky130_fd_sc_hd__nor4bb_4	10
sky130_fd_sc_hd__and3_1	10
sky130_fd_sc_hd__o22a_1	13
sky130_fd_sc_hd__or4b_1	11
sky130_fd_sc_hd__a22oi_1	3170
sky130_fd_sc_hd__nor4_1	220
sky130_fd_sc_hd__buf_8	23
sky130_fd_sc_hd__nand4bb_4	10
sky130_fd_sc_hd__nor2_4	105
sky130_fd_sc_hd__a32oi_1	19
sky130_fd_sc_hd__a221oi_1	129
sky130_fd_sc_hd__nor2_1	196
-- critical path: stages --
cell and delay [ns]:
sky130_fd_sc_hd__buf_2 0.41, sky130_fd_sc_hd__buf_4 0.61, sky130_fd_sc_hd__or4_4 0.59, sky130_fd_sc_hd__buf_4 0.71
sky130_fd_sc_hd__nor2_2 0.07, sky130_fd_sc_hd__buf_4 0.33, sky130_fd_sc_hd__a22oi_1 0.24, sky130_fd_sc_hd__nand4_1 0.12
sky130_fd_sc_hd__nor4_1 0.67, sky130_fd_sc_hd__nand4_1 1.00, sky130_fd_sc_hd__nor4_2 0.52, sky130_fd_sc_hd__buf_4 0.35
sky130_fd_sc_hd__a31oi_1 0.25, sky130_fd_sc_hd__clkdlybuf4s50_1 0.51
-- logic make-up after synthesis --
group	after synthesis	synth area share [%]
latches	8192	70.5
xor+xnor	4	0.0201
mux	17	0.0976
buf+inv	1064	2.69
simple gates	2157	6.26
compound gates	4721	20.4
other cells	1	0.00215
-- per-stage QoR --
stage          instances  util, %  instance area (sq um)  setup slack, ns
5_1_grt            24100     32.9                 190000             2.07
2_1_floorplan      16200        -                 174000             6.32
6_report           24300     33.0                 191000             1.80
4_1_cts            23900     32.8                 189000             2.53
3_3_place_gp       23900     32.8                 189000             2.56
3_5_place_dp       23900     32.8                 189000             2.52
Power is estimated from default activity; no workload was simulated.
