`flow/config.mk`:
```
export PLATFORM = sky130hd
export DESIGN_NAME = regfile_v2
export DESIGN_NICKNAME = regfile_v2
export VERILOG_FILES = /design/flow/design.v
export SDC_FILE = /design/flow/constraint.sdc
export NUM_CORES = 4
export LEC_CHECK = 1
export CORE_UTILIZATION = 50
```
`flow/constraint.sdc`:
```
current_design regfile_v2

set clk_period 12.7
set clk_io_pct 0.2

create_clock -name clk0 -period $clk_period

set non_clock_inputs [all_inputs -no_clocks]
set_input_delay [expr $clk_period * $clk_io_pct] -clock clk0 $non_clock_inputs
set_output_delay [expr $clk_period * $clk_io_pct] -clock clk0 [all_outputs]
```
`flow/design.v`:
```
module regfile_v2 (
 rs,rt,rd,input_data,write,rs_data,rt_data,rst,clk,write_finish
);
input [4:0]rs,rt,rd;
input [31:0]input_data;
input write,rst,clk;
integer i;
output [31:0]rs_data, rt_data;
output reg write_finish;
reg [31:0] regarray [31:0];
assign rs_data=regarray[rs];
assign rt_data=regarray[rt];
always @(*) begin
    if(~rst)begin
        for ( i=0 ;i<32 ;i=i+1 ) begin
            regarray[i]<=0;
        end
        write_finish<=0;
    end
    else  if(write) begin
    regarray[rd]<= input_data;
    write_finish<=1;
    end 
    else begin
      write_finish<=0;
    end
    end
endmodule  
```
`flow/run.sh`:
```
#!/bin/bash
# OpenROAD 26Q1-2900-gdf79404cd8, Yosys 0.63+post, stock flow scripts
make -C /OpenROAD-flow-scripts/flow DESIGN_CONFIG=/design/flow/config.mk WORK_HOME=/design/flow/orfs finish
```
==> deck_impl_summary.md <==
Physical Implementation Snapshot

Run status
  – Run status: finished clean

Yosys
  – Post-Syn Instances: 3,178
  – Yosys cell count: between 3,000 and 4,000
  – Synth unique cells: 67
  – Most common library cells after synthesis: dlxtn_1, a22oi_1, nand2_1, nor2_1
  – Most frequent cell after synthesis: dlxtn_1
  – Library cell with the largest summed area after synthesis: dlxtn_1
  – Async S/R FF share, synth: 0%
  – Synth Flop Type: dlxtn_1
  – Syn avg cell area: about 9 µm²
  – Number of synthesized register bits: 1,024
  – Largest cells by area after synthesis: dlxtn_1, a22oi_1, nand2_1, nand4_1, nor2_1
  – Warnings, synthesis: 2
  – Count of flip-flops with a built-in enable after synthesis: 0
  – Chip area line of the yosys report: 0.0292 mm²
  – Post-Synthesis Cell Area: 0.0292 mm²
  – Largest type area fraction: a little over half

Setup path
  – Data arrival, critical path: 7.03 ns
  – Cell with the most instances on the worst path: buf_4
  – Delay-heaviest family, CP: buffers and inverters
  – Cell with the biggest individual delay on the critical path: nor2_4
  – Required time worst endpoint: 10.16 ns
  – Crit start category: input port
  – Kind of critical path: input port to output pin
  – Nature of the critical path endpoint: output pin
  – Largest incremental delay on the critical path: about 0.95 ns
  – Critical-path maximum fanout: 28
  – Ordered cell list for the critical path: buf_2 -> buf_4 -> buf_4 -> nand3b_2 -> nor2_4 -> buf_4 -> nand2_1 -> o31ai_1 -> nor4_1 -> a21oi_1 -> clkdlybuf4s50_1
  – Worst Path Buf+Inv: 5

Cells and area
  – Largest registers: regarray (1024)
  – Final std cells w/o fill: 4,034
  – MI comb area: between 0.01 and 0.015 mm²
  – Biggest register: regarray
  – Register area: 0.0154 mm²
  – Area Overhead vs Synth: 9.93%
  – Count of filler cells inserted in the layout: 5,099
  – Fraction of final layout cells sized beyond drive strength 1: 9.12%
  – Number of flip-flops in the largest register: 1,024

Global route
  – Global-route wire length before repair: 257,000 µm
  – Maximum number of pins on one net before global-route repair: 44
  – Number of antenna violations at the first check in global routing: 29
  – Global-route congestion overflow total: 0
  – Total global-route track usage: 66.4%
  – Via count of the first global-routing pass: 32,100

Detailed routing
  – Overall routed net length: 192,000 µm
  – DRC marker count from the first detailed-route iteration: 5,788
  – Number of vias per cell after detailed routing: 8.45
  – Number of remaining DRC errors: 0
  – Detailed-route via count: 34,100
  – Remaining antenna violation count: 0
  – Detailed-routing iteration count for the pre-antenna-repair pass: 13
  – Average routed wire per standard cell: 47.6 µm

Power and ir drop
  – Pwr Density: about 28 mW/mm²
  – Internal Pwr Total: 0.397 mW
  – Net switching fraction of the power: 55.8%
  – Peak ir drop on the vdd network: 0.0646 mV
  – Sw power: 0.501 mW
  – Leakage power: 13.4 nW

Worst hold path
  – HP Class: input port to output pin

Clock tree
  – Hold_buf cts: 0
  – Setup fix buffers added after clock tree synthesis: 0
  – Number of gates resized after CTS: 0

Die
  – Die extent in y: 244 µm
  – Core area: ~0.058 mm²
  – Die extent in x: about 240 µm
  – Ports placed on the boundary: 115
  – Cell row count: approximately 88
  – Total die area: about 0.059 mm²
  – Initial core utilization: 50.6%

STA
  – Number of endpoints with negative hold slack in the final report: 0
  – Unrepaired setup endpoints after global routing: false
  – Worst Max-Slew Pin Slew: between 1 and 1.5 ns
  – Final period util: between 70% and 80%
  – Shortest period the worst path allows: 9.57 ns
  – Achievable Freq: between 0.1 and 0.15 GHz
  – Relative slew slack: 16.7%
  – Endpoints failing setup: 0
  – Count of unclocked register or latch pins: 1,024
  – Setup TNS: 0 ns
  – Number of max-slew violations in the final report: 0
  – Endpoints left unconstrained: 1,024

Place
  – Final GP Congestion: 1.10
  – Number of placed cells counting well taps: roughly 4,000
  – Detailed placement HPWL: 106,000 µm
  – IO buf count: ~110

Job
  – Max_cap viols: 0
  – Tally of OpenROAD warnings: 33
-- cell type report --
| type | instances | share of cell area (%) |
|---|---|---|
| flip-flops and latches | 1024 | 47.9 |
| multi-input cells | 1918 | 41.5 |
| repair buffers | 272 | 7.11 |
| well taps | 765 | 2.98 |
| diodes | 47 | 0.367 |
| inverters | 8 | 0.0936 |
-- cell families after synthesis --
family | synth area share, %
buf+inv | 3.76
mux | 2.17
latches | 52.8
simple gates | 13.0
compound gates | 28.4
-- path summary, 6_finish.rpt --
| check | from | to | slack [ns] | depth (start not counted) |
|---|---|---|---|---|
| worst max-delay path | rt[1] | rt_data[5] | 3.13 | 11 |
| worst min-delay path | rst | write_finish | 6.14 | 3 |
-- through the flow --
step           util [%]  total power, mW  setup WS [ns]  area [µm²]  hold WS, ns
2_1_floorplan         -            0.483           6.03       29200         5.16
3_3_place_gp       55.4            0.826           3.56       32000         6.13
3_5_place_dp       55.4            0.828           3.60       32000         6.15
4_1_cts            55.4            0.830           3.57       32000         6.14
5_1_grt            55.5            0.879           3.35       32000         6.18
6_report           55.6            0.898           3.13       32100         6.14
-- tightest hold or removal path, stage by stage --
cell             delay [ns]
buf_2                  0.38
and2_1                 0.28
clkdlybuf4s50_1        0.39
-- cells in the final DEF (no fill, tap or decap), types with 12 or more instances in the layout --
master           netlist  routed
nor2b_1               23      23
dlxtn_1             1024    1024
mux2_2                15      15
a21boi_4               0      16
a21oi_1               84      84
or3_1                 12      12
nor2_1               154     112
and3_1                18      18
a22o_1                47      47
nor2_4                 0      60
nand4_1              104     104
a222oi_1              31      31
buf_4                 16     158
and2_1                42      42
a221oi_1              33      33
nand2b_1              15      15
a31oi_1               18      18
mux2i_1               42      42
o21ai_0               31      31
nor3_1                54      54
a22oi_1              732     732
o21a_2                 0      12
o32a_1                12      12
nor4_1                17      17
diode_2                0      47
clkdlybuf4s50_1        0     105
a32oi_1               21      21
nand2_1              191     189
nand3_1               56      56
-- routing by layer --
| layer | vias to the layer above | wire, µm | track usage [%] |
|---|---|---|---|
| met4 | 38 | 20100 | 46.7 |
| met1 | 15700 | 60900 | 74.6 |
| met3 | 1624 | 41500 | 56.2 |
| met5 | - | 794 | 16.4 |
| li1 | 12300 | - | - |
| met2 | 4359 | 68600 | 79.8 |
Power figures rest on the tool's default switching activity, not on a simulated workload.
