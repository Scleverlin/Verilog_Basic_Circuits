$ cat flow/config.mk
export PLATFORM = sky130hd
export DESIGN_NAME = CSA_64
export DESIGN_NICKNAME = CSA_64
export VERILOG_FILES = /design/flow/design.v
export SDC_FILE = /design/flow/constraint.sdc
export NUM_CORES = 4
export LEC_CHECK = 1
export CORE_UTILIZATION = 40
$ cat flow/constraint.sdc
current_design CSA_64

set clk_period 1.0
set clk_io_pct 0.2

create_clock -name clk0 -period $clk_period [get_ports {clk}]

set non_clock_inputs [all_inputs -no_clocks]
set_input_delay [expr $clk_period * $clk_io_pct] -clock clk0 $non_clock_inputs
set_output_delay [expr $clk_period * $clk_io_pct] -clock clk0 [all_outputs]
$ cat flow/design.v
module CSA_64 (
    a,b,cin,sum,cout,clk,rst
);
input [63:0] a,b;
output reg [63:0] sum;
input cin;
input clk,rst;
output reg cout;
wire [63:0] s1;
wire [63:0] s2;
wire [63:0] c1;
wire [62:0] c2;
ADD_full add1(c1[0],s1[0],a[0],b[0],cin); 
sum_and_carry_l1 scl1_1 (a[8:1],b[8:1],s1[8:1],c1[8:1]);
sum_and_carry_l1 scl1_2 (a[16:9],b[16:9],s1[16:9],c1[16:9]);
sum_and_carry_l1 scl1_3 (a[24:17],b[24:17],s1[24:17],c1[24:17]);
sum_and_carry_l1 scl1_4 (a[32:25],b[32:25],s1[32:25],c1[32:25]);
sum_and_carry_l1 scl1_5 (a[40:33],b[40:33],s1[40:33],c1[40:33]);
sum_and_carry_l1 scl1_6 (a[48:41],b[48:41],s1[48:41],c1[48:41]);
sum_and_carry_l1 scl1_7 (a[56:49],b[56:49],s1[56:49],c1[56:49]);
ADD_full add2(c1[57],s1[57],a[57],b[57],1'b0);   
ADD_full add3(c1[58],s1[58],a[58],b[58],1'b0);   
ADD_full add4(c1[59],s1[59],a[59],b[59],1'b0);   
ADD_full add5(c1[60],s1[60],a[60],b[60],1'b0);   
ADD_full add6(c1[61],s1[61],a[61],b[61],1'b0);   
ADD_full add7(c1[62],s1[62],a[62],b[62],1'b0);   
ADD_full add8(c1[63],s1[63],a[63],b[63],1'b0);   
assign s2[0]=s1[0];
ADD_full add9(c2[0],s2[1],s1[1],c1[0],1'b0);  
sum_and_carry_l2 scl2_1 (s1[9:2],c1[8:1],c2[7:0],s2[9:2],c2[8:1]);
sum_and_carry_l2 scl2_2 (s1[17:10],c1[16:9],c2[15:8],s2[17:10],c2[16:9]);
sum_and_carry_l2 scl2_3 (s1[25:18],c1[24:17],c2[23:16],s2[25:18],c2[24:17]);
sum_and_carry_l2 scl2_4 (s1[33:26],c1[32:25],c2[31:24],s2[33:26],c2[32:25]);
sum_and_carry_l2 scl2_5 (s1[41:34],c1[40:33],c2[39:32],s2[41:34],c2[40:33]);
sum_and_carry_l2 scl2_6 (s1[49:42],c1[48:41],c2[47:40],s2[49:42],c2[48:41]);
sum_and_carry_l2 scl2_7 (s1[57:50],c1[56:49],c2[55:48],s2[57:50],c2[56:49]);
ADD_full add10(c2[57],s2[58],s1[58],c1[57],c2[56]);
ADD_full add11(c2[58],s2[59],s1[59],c1[58],c2[57]);
ADD_full add12(c2[59],s2[60],s1[60],c1[59],c2[58]);
ADD_full add13(c2[60],s2[61],s1[61],c1[60],c2[59]);
ADD_full add14(c2[61],s2[62],s1[62],c1[61],c2[60]);
ADD_full add15(c2[62],s2[63],s1[63],c1[62],c2[61]);
always @(posedge clk or negedge rst) begin
    if (!rst) begin
        sum <= 64'b0;
        cout <= 1'b0;
    end
    else begin
        sum <= s2;
        cout <= c2[62]|c1[63];
    end
end
endmodule  
module  sum_and_carry_l1(
    a,b,sum,cout
);
input [7:0] a,b;
output  [7:0] sum;
output [7:0]cout;
ADD_full add1(cout[0],sum[0],a[0],b[0],1'b0); 
ADD_full add2(cout[1],sum[1],a[1],b[1],1'b0);  
ADD_full add3(cout[2],sum[2],a[2],b[2],1'b0);   
ADD_full add4(cout[3],sum[3],a[3],b[3],1'b0);   
ADD_full add5(cout[4],sum[4],a[4],b[4],1'b0);   
ADD_full add6(cout[5],sum[5],a[5],b[5],1'b0);   
ADD_full add7(cout[6],sum[6],a[6],b[6],1'b0);   
ADD_full add8(cout[7],sum[7],a[7],b[7],1'b0);   
endmodule  
module  sum_and_carry_l2(
    a,b,cin,sum,cout
);
input [7:0] a,b,cin;
output  [7:0] sum;
output [7:0]cout;
ADD_full add1(cout[0],sum[0],a[0],b[0],cin[0]);
ADD_full add2(cout[1],sum[1],a[1],b[1],cin[1]);
ADD_full add3(cout[2],sum[2],a[2],b[2],cin[2]);
ADD_full add4(cout[3],sum[3],a[3],b[3],cin[3]);
ADD_full add5(cout[4],sum[4],a[4],b[4],cin[4]);
ADD_full add6(cout[5],sum[5],a[5],b[5],cin[5]);
ADD_full add7(cout[6],sum[6],a[6],b[6],cin[6]);
ADD_full add8(cout[7],sum[7],a[7],b[7],cin[7]);
endmodule  
module ADD_full(output c_out,sum, input a,b,cin);
assign sum=a^b^cin;
assign c_out=(a&b)|(cin&(a^b));
endmodule
$ cat flow/run.sh
#!/bin/bash
# OpenROAD 26Q1-2900-gdf79404cd8, Yosys 0.63+post, stock flow scripts
make -C /OpenROAD-flow-scripts/flow DESIGN_CONFIG=/design/flow/config.mk WORK_HOME=/design/flow/orfs finish
==> impl_metrics.json <==
{
  "crit_type": "in -> reg",
  "crit_cells": 71,
  "portBuffers": 195,
  "cap_violations": 0,
  "grt_pass1_wl_um": 14000,
  "p_leak_uw": 0.00330,
  "cts_tree": "built",
  "core-area_mm2": 0.0105,
  "drtPass1Iterations": 4,
  "min_path_type": "in -> async",
  "status": "complete, but fails checks",
  "htree_levels": 3,
  "clk_root_buffer_cell": "clkbuf_8",
  "nFillCells": 862,
  "synth_chip_area_mm2": 0.00440,
  "ys_seq_share_pct": 36.9,
  "yosys_warnings": 1,
  "drtAntennaViolNets": 0,
  "wirelength_um": 8190,
  "timing.slew.headroom_pct": 77.5,
  "async_reset_ff_share_pct": 100,
  "fp-row-count": 37,
  "path_common_cell": "fa_2",
  "antenna_cells": 0,
  "drt-vias-per-instance": 4.01,
  "antenna_found_initial": 0,
  "area_growth_pct": 49.4,
  "startpoint_type": "input pin",
  "topCellsByArea": "dfrtp_1 37%, fa_1 29%, ha_1 18%, inv_1 16%, or2_1 0.14%",
  "yosys-top-cells-count": "189 x inv_1, 65 x dfrtp_1, 64 x ha_1",
  "edf_count": 0,
  "hpwl_um": 7290,
  "vdd_ir_drop_max_uv": 576,
  "fin_hold_ws_ns": -0.231,
  "crit_buf_inv": 7,
  "top_cell": "inv_1",
  "cts_sinks": 65,
  "violations": "negative hold slack, negative setup slack",
  "die_w_um": 107,
  "grt_max_degree": 25,
  "overflow": 0,
  "vias": 2936,
  "flop_cell": "dfrtp_1",
  "fp.dieH_um": 107,
  "grt.total_usage_pct": 16.6,
  "placed_area_mm2": 0.00674,
  "warnings": 31,
  "fin_util_pct": 62.6,
  "setup_viol": 73,
  "finalHoldViolCount": 20,
  "critPathMaxFanout": 1,
  "yosysTopAreaCell": "dfrtp_1",
  "avgRoutedWirePerCell_um": 11.2,
  "path_delay_family": "adder cells",
  "clk_pin_slew_ns": 0.07,
  "max_stage_delay_ns": 0.42,
  "rsz0062_at_grt": "yes",
  "post-place-ws_ns": -22.58,
  "setup_ws_ns": -21.47,
  "final_area_mm2": 0.00658,
  "startpoint": "a[0]",
  "io_pins": 196,
  "total_power_uw": 8210,
  "fp_util_pct": 41.9,
  "cts_buffers": 9,
  "drv_slew": 0,
  "synthCells": 382,
  "die_area_mm2": 0.0114,
  "required_ns": 1.20,
  "worst_pin_slew_ns": 0.337,
  "yosysUniqueCellTypes": 5,
  "cp-end-kind": "flip-flop",
  "drt_iter0_markers": 30,
  "crit_slowest_cell": "fa_2",
  "drive_gt1_share_pct": 32.9,
  "stdcell_count": 732,
  "period_used_pct": 2250,
  "syn_area_per_cell_um2": 11.5,
  "max_freq_ghz": 0.0445,
  "worstPathArrival_ns": 22.67,
  "period_needed_ns": 22.47,
  "grt_pass1_vias": 3189,
  "post-place-cells": 716,
  "syn_area_mm2": 0.00440,
  "place_congestion": 0.783,
  "post-route-drc-count": 0,
  "ys_cells": 382,
  "clk_path_buf_depth": 2,
  "power.density_mw_per_mm2": 1250,
  "top_area_share_pct": 36.9,
  "ys_ff": 65
}
layout by cell type (no fill, tap or decap):
| cell | synthesis | routed |
|---|---|---|
| inv_1 | 189 | 143 |
| clkdlybuf4s50_1 | 0 | 122 |
| buf_2 | 0 | 67 |
| dfrtp_1 | 65 | 65 |
| fa_2 | 0 | 63 |
| ha_1 | 64 | 62 |
| inv_2 | 0 | 45 |
| clkbuf_8 | 0 | 9 |
| clkinv_2 | 0 | 4 |
| dlygate4sd2_1 | 0 | 4 |
| clkbuf_1 | 0 | 3 |
| ha_4 | 0 | 2 |
| buf_4 | 0 | 2 |
| buf_12 | 0 | 2 |
| inv_8 | 0 | 1 |
| or2_1 | 1 | 1 |
| buf_8 | 0 | 1 |
sequential cells by signal, summed over array words and instances, names as in the netlist:
| register | cells |
|---|---|
| cout | 1 |
| sum | 64 |
power by group:
part | internal (uW) | total, uW | switching (uW)
logic | 1690 | 2910 | 1220
registers | 3340 | 3490 | 155
clock network | 885 | 1810 | 927
total | 5910 | 8210 | 2300
what timing repair did:
| item | CTS | global route |
|---|---|---|
| pin swaps | 17 | 6 |
| buffers inserted | 0 | 0 |
| hold endpoints to repair | 20 | 20 |
| resized | 231 | 33 |
| cloned | 0 | 0 |
| endpoints found under the setup margin | 130 | 128 |
area by class of cell:
| type | count | area (um2) | share of cell area, % |
|---|---|---|---|
| Multi-Input combinational cell | 128 | 2250 | 34.2 |
| Timing Repair Buffer | 198 | 1660 | 25.2 |
| Sequential cell | 65 | 1630 | 24.7 |
| Inverter | 189 | 717 | 10.9 |
| Tap cell | 136 | 170 | 2.59 |
| Clock buffer | 12 | 135 | 2.05 |
| Clock inverter | 4 | 20.0 | 0.304 |
path summary, 6_finish.rpt:
kind,slack (ns),endpoint
max,-21.47,sum[63]
min,-0.23,sum[28]
max in group asynchronous,0.79,sum[60]
min in group clk0,0.27,sum[0]
metrics by stage:
step                setup TNS [ns]  hold slack (ns)
floorplan                  -698.69          -0.0956
global placement           -751.42            0.127
detailed placement         -754.88            0.129
CTS                        -695.29           -0.239
global route               -711.51           -0.234
finish                     -693.27           -0.231
metal layers:
layer	vias up	global-route usage (%)	wire, um
met5	-	0	0
met4	0	2.05	90
met3	8	6.20	1050
met2	129	27.1	3970
met1	1355	22.8	3080
li1	1444	-	-
cell families (layout without fill, tap and decap cells):
logic type | after synthesis | count (layout) | synth area share (%)
adder cells (fa/ha/maj) | 127 | 127 | 46.8
buffers and inverters | 189 | 403 | 16.1
AND/OR/NAND/NOR | 1 | 1 | 0.142
flip-flops | 65 | 65 | 36.9
No activity file was given, so power comes from the tool's default toggle rates.
