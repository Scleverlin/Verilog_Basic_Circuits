## design/flow/run.sh

```bash
#!/bin/bash
# OpenROAD 26Q1-2900-gdf79404cd8, Yosys 0.63+post, stock flow scripts
make -C /OpenROAD-flow-scripts/flow DESIGN_CONFIG=/design/flow/config.mk WORK_HOME=/design/flow/orfs finish
```

## design/flow/config.mk

```make
export PLATFORM = sky130hd
export DESIGN_NAME = mul24
export DESIGN_NICKNAME = mul24
export VERILOG_FILES = /design/flow/design.v
export SDC_FILE = /design/flow/constraint.sdc
export NUM_CORES = 4
export LEC_CHECK = 1
export CORE_UTILIZATION = 40
```

## design/flow/constraint.sdc

```tcl
current_design mul24

set clk_period 27.9
set clk_io_pct 0.2

create_clock -name clk0 -period $clk_period

set non_clock_inputs [all_inputs -no_clocks]
set_input_delay [expr $clk_period * $clk_io_pct] -clock clk0 $non_clock_inputs
set_output_delay [expr $clk_period * $clk_io_pct] -clock clk0 [all_outputs]
```

## design/flow/design.v

```verilog
module mul24(a,b,out);
input logic [23:0]a,b;
output logic [47:0]out;
logic [47:0] partial_product [11:0];
booth4_encoding booth4_encoding   (a,{b[1:0],1'b0},partial_product[0],5'd0);
booth4_encoding booth4_encoding2  (a,b[3:1],partial_product[1],5'd2);
booth4_encoding booth4_encoding3  (a,b[5:3],partial_product[2],5'd4);
booth4_encoding booth4_encoding4  (a,b[7:5],partial_product[3],5'd6);
booth4_encoding booth4_encoding5  (a,b[9:7],partial_product[4],5'd8);
booth4_encoding booth4_encoding6  (a,b[11:9],partial_product[5],5'd10);
booth4_encoding booth4_encoding7  (a,b[13:11],partial_product[6],5'd12);
booth4_encoding booth4_encoding8  (a,b[15:13],partial_product[7],5'd14);
booth4_encoding booth4_encoding9  (a,b[17:15],partial_product[8],5'd16);
booth4_encoding booth4_encoding10 (a,b[19:17],partial_product[9],5'd18);
booth4_encoding booth4_encoding11 (a,b[21:19],partial_product[10],5'd20);
booth4_encoding booth4_encoding12 (a,b[23:21],partial_product[11],5'd22);
assign out= partial_product[0]+partial_product[1]+partial_product[2]+partial_product[3]+partial_product[4]+partial_product[5]+partial_product[6]+partial_product[7]+partial_product[8]+partial_product[9]+partial_product[10]+partial_product[11];
endmodule
module booth4_encoding(a,code,partial_product,shift);
   input logic [23:0]a;
   input logic [2:0] code;
   input [4:0] shift;
   output logic [47:0] partial_product;
logic [47:0] one;
assign one =a[23]?{24'hFFFFFF,a}:{24'b0,a};
logic [47:0] two;
assign two =a[23]?{3'b111,20'hFFFFF,a,1'b0}:{23'b0,a,1'b0};
logic [47:0] minus_one;
assign minus_one = ~one+1'b1;
logic [47:0] minus_two;
assign minus_two = ~two+1'b1;
    always_comb begin
        case (code)
            3'b000, 3'b111:  partial_product = 48'b0;     
            3'b001, 3'b010:  partial_product = one<<shift;             
            3'b011:          partial_product = two<<shift;         
            3'b100:          partial_product = minus_two<<shift;   
            3'b101, 3'b110:  partial_product = minus_one<<shift;       
            default:         partial_product = 48'b0;      
        endcase
    end
endmodule
```

==> results.ini <==
[outcome]
status=finished, final reports clean

[worst_setup_path]
cp-end-kind=output port
slowest_delay_ns=0.89
cp_max_fo=17
worst_path_max_delay_cell=or4_1
cp.arrival_ns=16.29
path_class=in -> out
start_kind=input port
path_common_cell=fa_1
crit_required_ns=22.32

[sta]
rsz0062_at_grt=no
tns_ns=0
slew_viol_final=0
period_needed_ns=21.87
clock.fmax_mhz=45.7
slew_headroom=0.349
finalCritPeriodShare=0.784
finalHoldViolations=0
worst_slew_pin_slew_ns=0.969
setup_viol=0

[cells_and_area]
seqCellArea_um2=0
syn2layout_area_growth_pct=5.38
mi_logic_area_um2=22300
ff_count=0
nFillCells=6359
n_clock_buffer=0
layout-drive-gt1-share=0.0551

[die]
initCoreUtil=0.407
core-area_um2=62100
pin_count=96
die_h_um=253
num_rows=91
die_x_um=253
dieArea_um2=64200

[power_and_ir_drop]
internal_power_mw=2.99
power_mw=5.87
power_density_nw_per_um2=221
p_sw_frac=0.491
peakVddDrop_mv=0.246
leakage_nw=11.6
netSwitchingPower_mw=2.88

[synthesis]
syn_area_um2=25300
yosys_area_um2=25300
avgSynthCellArea_um2=7.05
seq_area_frac_synth=0
ys_warn_count=3
synth_cell_types=85
yosysCellCount=3586
synth_cells=3586

[route]
ant_nets=0
routed_wirelength_um=115000
drt_iter0_drc=3827
via_per_inst=6.39
vias=27284
first_pass_iters=8
drc=0
wl_per_cell_um=27.0

[clock_network]
postCtsSetupRepairBufs=0
ctsResizeCount=0
hold_buffers=0

[worst_hold_path]
min_path_type=in -> out

[grt]
grt_max_degree=70
grt_pass1_wl_um=171000
antenna_found_initial=3
grt.total_usage=0.375
first_global_vias=25400
grt_overflow_total=0

[placed_design]
portBuffers=96
dp_hpwl_um=87900
gp_congestion=1.07

[run]
warnings=32
drv_cap=0

[placed cells by master (no fill, tap or decap), types with 12 or more instances in the layout]
master / synthesis / final
mux2i_1: 83 / 83
and2_1: 22 / 22
a211oi_1: 54 / 54
a21o_1: 50 / 50
o211ai_1: 45 / 45
o221ai_1: 41 / 41
o22ai_1: 77 / 77
xor2_1: 46 / 46
and3_1: 12 / 12
a221o_1: 38 / 38
a21boi_0: 32 / 32
o311ai_0: 20 / 20
clkdlybuf4s50_1: 0 / 72
nand2_1: 423 / 423
a221oi_1: 74 / 74
nand2b_1: 31 / 31
a31oi_1: 45 / 45
o31ai_1: 14 / 14
nand3_1: 19 / 19
nor2b_1: 18 / 18
a22oi_1: 32 / 32
a32oi_1: 17 / 17
or3_1: 12 / 12
ha_1: 84 / 84
buf_4: 2 / 125
nor3_1: 23 / 23
nor2_1: 264 / 264
o21ai_0: 331 / 331
o21bai_1: 14 / 14
a21oi_1: 296 / 296
buf_2: 14 / 23
xnor2_1: 130 / 130
inv_1: 384 / 384
fa_1: 336 / 336
[worst paths after layout]
kind  cells after the start  startpoint  slack, ns      end
max                      32        a[1]       6.03  out[47]
min                       4        a[0]      12.37   out[0]
[cell usage after synthesis (all sizes together) (41+ instances only)]
master  instances  area, µm²
o211ai         45        338
a211oi         56        445
xor2           46        403
inv           386       1450
ha             84       1050
nand2         423       1590
xnor2         134       1200
nor2          266       1010
a21o           50        375
buf            70        318
o22ai          77        482
a221oi         74        648
clkbuf        307       1150
a31oi          45        282
o221ai         41        359
o21ai         336       1680
a21oi         296       1480
fa            336       6730
mux2i          83        831
[per-stage QoR]
stage	instance area, µm²	hold slack [ns]	worst slack (ns)	instances	util
2_1_floorplan	25300	11.47	8.71	3586	-
3_3_place_gp	26600	12.33	6.33	4266	0.429
3_5_place_dp	26600	12.33	6.24	4266	0.429
4_1_cts	26600	12.33	6.21	4266	0.429
5_1_grt	26600	12.39	5.53	4266	0.429
6_report	26600	12.37	6.03	4267	0.429
[critical path: cells and delay by family]
family | cells | cell delay (ns)
AND-OR/OR-AND | 11 | 2.60
XOR/XNOR | 2 | 0.86
adder cells (fa/ha/maj) | 7 | 3.26
buffers and inverters | 8 | 1.68
AND/OR/NAND/NOR | 4 | 2.26
[area by class of cell]
| type | instances | area share |
|---|---|---|
| tap | 837 | 0.0393 |
| antenna | 1 | 0.0000940 |
| multi-input combinational | 2814 | 0.838 |
| timing repair buffer | 220 | 0.0666 |
| inverter | 395 | 0.0557 |
[cell families after synthesis]
logic type | share of synthesized area
AND-OR/OR-AND | 0.326
buffers and inverters | 0.117
XOR/XNOR | 0.0654
adder cells (fa/ha/maj) | 0.308
AND/OR/NAND/NOR | 0.148
multiplexers | 0.0364
[power groups by stage]
stage / logic, mW / registers [mW] / clock network [mW]
after global routing: 6.66 / 0 / 0
after CTS: 5.93 / 0 / 0
[layer usage]
metal | vias to the layer above | GRT usage | wire length [µm]
met2 | 1962 | 0.519 | 47300
met5 | - | 0.00695 | 191
met1 | 12832 | 0.526 | 44100
met3 | 349 | 0.150 | 17300
li1 | 12131 | - | -
met4 | 10 | 0.157 | 6310
